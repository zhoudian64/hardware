File: /design/flow/config.mk
export PLATFORM = sky130hd
export DESIGN_NAME = CRCDecoder
export DESIGN_NICKNAME = CRCDecoder
export VERILOG_FILES = /design/flow/design.v
export SDC_FILE = /design/flow/constraint.sdc
export NUM_CORES = 4
export LEC_CHECK = 1
export CORE_AREA = 10 10 108 108
export DIE_AREA = 0 0 118 118
File: /design/flow/constraint.sdc
current_design CRCDecoder

set clk_period 6.8
set clk_io_pct 0.2

create_clock -name clk0 -period $clk_period [get_ports {clk}]

set non_clock_inputs [all_inputs -no_clocks]
set_input_delay [expr $clk_period * $clk_io_pct] -clock clk0 $non_clock_inputs
set_output_delay [expr $clk_period * $clk_io_pct] -clock clk0 [all_outputs]
File: /design/flow/design.v
module CRCDecoder(
  input wire clk,
  input wire [CRC_LENGTH-1:0] in,
  input wire [CRC_LENGTH-1:0] generator,
  output wire ok
);
  parameter CRC_LENGTH = 8;
  reg [CRC_LENGTH+CRC_LENGTH-1:0] buffer = 0;
  assign ok = buffer[CRC_LENGTH-1:0] == 0;
  integer i;
  always @(posedge clk) begin
    buffer = {buffer[CRC_LENGTH-1:0],in};
    for (i = 0; i < 8; i = i + 1) begin
      if (buffer[CRC_LENGTH+CRC_LENGTH-i-1]) begin
        buffer[CRC_LENGTH+CRC_LENGTH-i-2 -: 8] ^= generator;
      end
    end
  end
endmodule
File: /design/flow/run.sh
#!/bin/bash
# OpenROAD 26Q1-2900-gdf79404cd8, Yosys 0.63+post, stock flow scripts
make -C /OpenROAD-flow-scripts/flow DESIGN_CONFIG=/design/flow/config.mk WORK_HOME=/design/flow/orfs finish
==> out/notes.md <==
• finished, final reports clean — outcome
• 12 — cell depth of the worst flop-to-flop path
• 4 — drt first pass iters
• 5290 um — final WL
• 267 — count of mapped cells out of synthesis
• sky130_fd_sc_hd__dfxtp_1 — dominant register cell in the synthesized netlist
• 0 — number of DRC violations after detailed routing
• 21.3% — core utilization before placement
• primary input — startpoint types
• 1731 — via count of the first global-routing pass
• 14.0% — area growth from synthesis to layout
• 0.786 ns — actual transition at the worst max-transition pin
• 2210 um2 — post-detailed-placement cell area
• 17 — # port buffers
• 8 — clk sinks
• 2250 um2 — final standard cell area without fillers
• 1914 — total number of vias
• 118 um — y dimension of the die
• 25 — pin count of the biggest net entering global routing
• 3.36% — MUX share of area
• buffer[4] — destination of the worst register-to-register timing path
• 5.63 ns — Critical Path AT
• 0.181 GHz — highest clock rate
• buffers and inverters — Top delay family on crit path
• sky130_fd_sc_hd__xnor2_1 — leading area contributor after synthesis
• 0.00287 ns — setup skew after layout
• 3960 um — Post-DP HPWL
• sky130_fd_sc_hd__clkbuf_8 — clock tree root buffer cell
• false — unrepaired setup endpoints after global routing
• clkdlybuf4s50_1 -> buf_4 -> nand2_1 -> o221ai_1 -> xor2_1 -> buf_4 -> nand3_1 -> or4b_4 -> a2111oi_0 -> a31oi_1 -> xnor3_1 -> xnor2_1 -> nor2_1 -> a221oi_2 -> xnor2_1 — cell-by-cell listing of the critical path
• 0% — Post-synth ARST share
• 6.90 ns — WP data required
• 0 — Hold-fix buffers, CTS
• 8 — flip-flop count of the largest register, all copies and words added
• 0% — area share of fa/ha/maj cells after synthesis
• sky130_fd_sc_hd__clkdlybuf4s50_1 — slowest CP cell
• 18 — boundary pin count
• flop — critical path capture point type
• 13900 um2 — full die area
• 0 — final number of hold-violating endpoints
• 21 — crit path max fanout
• sky130_fd_sc_hd__xnor2_1 17%, sky130_fd_sc_hd__nand2_1 10%, sky130_fd_sc_hd__dfxtp_1 8.1%, sky130_fd_sc_hd__xnor3_1 4.6%, sky130_fd_sc_hd__xor2_1 4.4% — most area-consuming cells after synthesis
• 0 — count of inserted antenna diode cells
• 3 — number of CTS-inserted buffers
• 0 — CTS resizes
• 2.63 ns — setup slack on the worst flop-to-flop path
• 0 ns — final setup TNS
• 118 um — horizontal die dimension
• 24.3% — share of the core filled with cells
• 13.3 um — wire length per cell
• reg -> reg — hold crit path type
• 30.4% — post-synthesis share of cell area spent on xor and xnor gates
• XOR/XNOR gates — top comb family, area
• 0.90 ns — biggest cell delay along the critical path
• 0.878 — placer's final routability congestion estimate
• 81.3% — part of the cycle the worst path needs
• 4.83 — vias per cell
• in -> reg — critical path start-end classification
• yes — clock tree from TritonCTS
• 0 — final setup vio count
• 0 — total global routing overflow
• 25 — stage-log warning count
• 267 — total cells reported by yosys after synthesis
• 8830 um — global-route wire length before repair
• 5.53 ns — post-route minimum period
• 53 x sky130_fd_sc_hd__nand2_1, 38 x sky130_fd_sc_hd__xnor2_1, 17 x sky130_fd_sc_hd__clkdlybuf4s50_1, 15 x sky130_fd_sc_hd__o21ai_0, 13 x sky130_fd_sc_hd__nor2_1 — commonest cells after routing, fill and taps aside
• buffer[4] — endpoint of the most critical setup path
• 0 — flip-flops with a built-in enable
• 1980 um2 — area reported by Yosys stat
• sky130_fd_sc_hd__nand2_1 — most instantiated logic cell after routing
• 1 — Syn. warnings
• 9280 um2 — core area
• 0.22 ns — Clock Latency Late Sink
• 35 — total number of placement rows
• 2 — buffer levels on the longest clock path
• 0 — antenna violations before repair
• generator[7] — first element of the critical path
• 1035 — filler cell count
• 7.40 um2 — Avg Cell Area, Syn
• 1980 um2 — netlist area before placement
• 8.11% — fraction of the yosys area taken by sequential cells
• 47.5% — Slew HR
• buffer[3] — beginning of the worst hold path
• 3 — number of buffers and inverters on the critical path
• 24.6% — area fraction in and, or, nand and nor cells
• 0.04 ns — Worst-path clk slew
• 0 — max-cap violations
• 0 — count of final max-slew check failures
• buffer[6] — start of the worst register-to-register path
• 66 — Synth cell types
• 10.5% — share of final-layout standard cells stronger than drive strength 1
• 7.25% — total global routing track utilization
• 0 — number of setup buffers added after CTS
• 0 — post-route antenna net violation count
• 166 — initial detailed-routing violation count
• 16.8% — Top cell area share
• 1 — H-Tree Level Count
• 8 — flop and latch count out of synthesis
• 27.3% — area share of and-or/or-and cells after synthesis
• 15 — total stage count of the critical path
-- cell families (layout without fill, tap and decap cells) --
logic type,Yosys count,after routing
XOR/XNOR,57,57
AND/OR/NAND/NOR,100,100
multiplexers,6,6
AND-OR/OR-AND,71,71
flip-flops,8,8
buffers and inverters,25,25
-- worst min-delay path by stage --
stage,endpoint,depth (start not counted)
CTS,buffer[7],6
global route,buffer[7],6
finish,buffer[7],6
-- layer usage --
metal	global-route usage (%)	up-vias	wire length, um
li1	-	961	-
met1	11.0	885	2550
met2	10.7	66	2320
met3	1.17	2	401
met4	0.927	0	17
met5	0	-	0
-- cell usage after synthesis, drive strengths merged, types with 4 or more instances --
cell type	instances
a21oi	14
a32oi	4
and2	4
buf	10
clkbuf	12
dfxtp	8
mux2i	4
nand2	53
nor2	14
nor3	4
o21a	4
o21ai	18
o2bb2ai	4
xnor2	42
xnor3	4
xor2	10
-- metrics by stage --
| step | hold slack, ns | std cells | setup WS (ns) |
|---|---|---|---|
| floorplan | 1.09 | 267 | 2.23 |
| global placement | 1.30 | 393 | 1.20 |
| detailed placement | 1.29 | 393 | 1.10 |
| CTS | 1.30 | 396 | 1.29 |
| global route | 1.36 | 396 | 0.906 |
| finish | 1.31 | 396 | 1.27 |
-- cell type report --
type | count | area (um2) | share of cell area, %
Sequential cell | 8 | 160 | 7.11
Inverter | 3 | 11.3 | 0.500
Tap cell | 129 | 161 | 7.17
Timing Repair Buffer | 19 | 185 | 8.22
Clock buffer | 3 | 41.3 | 1.83
Multi-Input combinational cell | 234 | 1690 | 75.2
-- worst reg2reg max path, cell delays in order (launching register included) --
cell	delay [ns]
sky130_fd_sc_hd__dfxtp_1	0.82
sky130_fd_sc_hd__o21ai_0	0.20
sky130_fd_sc_hd__a22o_4	0.28
sky130_fd_sc_hd__nor3_2	0.36
sky130_fd_sc_hd__nor4_1	0.10
sky130_fd_sc_hd__or4b_4	0.55
sky130_fd_sc_hd__a2111oi_0	0.43
sky130_fd_sc_hd__a31oi_1	0.16
sky130_fd_sc_hd__xnor3_1	0.42
sky130_fd_sc_hd__xnor2_1	0.24
sky130_fd_sc_hd__nor2_1	0.09
sky130_fd_sc_hd__a221oi_2	0.29
sky130_fd_sc_hd__xnor2_1	0.11
