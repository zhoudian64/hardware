**design/flow/run.sh**
```bash
#!/bin/bash
# OpenROAD 26Q1-2900-gdf79404cd8, Yosys 0.63+post, stock flow scripts
make -C /OpenROAD-flow-scripts/flow DESIGN_CONFIG=/design/flow/config.mk WORK_HOME=/design/flow/orfs finish
```
**design/flow/config.mk**
```make
export PLATFORM = sky130hd
export DESIGN_NAME = CRCEncoder
export DESIGN_NICKNAME = CRCEncoder
export VERILOG_FILES = /design/flow/design.v
export SDC_FILE = /design/flow/constraint.sdc
export NUM_CORES = 4
export LEC_CHECK = 1
export CORE_AREA = 10 10 109 109
export DIE_AREA = 0 0 119 119
```
**design/flow/constraint.sdc**
```tcl
current_design CRCEncoder

set clk_period 10.4
set clk_io_pct 0.2

create_clock -name clk0 -period $clk_period [get_ports {clk}]

set non_clock_inputs [all_inputs -no_clocks]
set_input_delay [expr $clk_period * $clk_io_pct] -clock clk0 $non_clock_inputs
set_output_delay [expr $clk_period * $clk_io_pct] -clock clk0 [all_outputs]
```
**design/flow/design.v**
```verilog
module CRCEncoder(
  input wire clk,
  input wire [CRC_LENGTH-1:0] in,
  input wire [CRC_LENGTH-1:0] generator,
  output wire [CRC_LENGTH-1:0] out
);
  parameter CRC_LENGTH = 8;
  reg [CRC_LENGTH-1:0] crc_register = {CRC_LENGTH{1'b0}};
  assign out = crc_register;
  integer i=0;
  always @(posedge clk) begin
    crc_register = crc_register ^ in;
    for (i = 0; i < 8; i = i + 1) begin
      if (crc_register[7]) begin
        crc_register = (crc_register << 1) ^ generator;
      end else begin 
        crc_register <<= 1;
      end
    end
  end
endmodule
```
==> flow_summary.html <==
<!-- implementation run metrics -->
<table>
<tr><th>Metric</th><th>Value</th></tr>
<tr><th colspan="2">Global routing</th></tr>
<tr><td>Global-route wire length before repair</td><td>7440 um</td></tr>
<tr><td>Met3 layer usage reported by global route</td><td>0.0158</td></tr>
<tr><td>Total GRT Usage</td><td>0.0634</td></tr>
<tr><td>Overflow left after global routing</td><td>0</td></tr>
<tr><td>Initial antenna violation count</td><td>0</td></tr>
<tr><td>Gr busiest metal</td><td>met1</td></tr>
<tr><td>Met2 Use GR</td><td>0.0902</td></tr>
<tr><td>Met1 global-route usage</td><td>0.0986</td></tr>
<tr><td>Via count of the first global-routing pass</td><td>1411</td></tr>
<tr><td>Maximum number of pins on one net before global-route repair</td><td>21</td></tr>
<tr><th colspan="2">Clock network</th></tr>
<tr><td>Count of hold buffers inserted by post-cts repair</td><td>0</td></tr>
<tr><td>CTS Root Cell</td><td>clkbuf_8</td></tr>
<tr><td>CTS tree</td><td>built</td></tr>
<tr><td>Insertion Delay late pin</td><td>0.23 ns</td></tr>
<tr><td>Clock-pin slew of the registers on the worst-case setup and hold paths</td><td>0.04 ns</td></tr>
<tr><td>Setup Buffers After CTS</td><td>0</td></tr>
<tr><td>Total of cells resized after clock tree synthesis</td><td>0</td></tr>
<tr><td>Worst-case clock buffer depth</td><td>2</td></tr>
<tr><td>H-tree depth</td><td>1</td></tr>
<tr><td>TritonCTS sink count</td><td>8</td></tr>
<tr><td>Num CTS Buffers</td><td>3</td></tr>
<tr><th colspan="2">Drt</th></tr>
<tr><td>Number of DRC markers in iteration 0</td><td>99</td></tr>
<tr><td>Antenna-violating nets left</td><td>0</td></tr>
<tr><td>Via density per instance</td><td>4.25</td></tr>
<tr><td>DRT Pass-1 Iters</td><td>4</td></tr>
<tr><td>Count of antenna diodes in the layout</td><td>0</td></tr>
<tr><td>Average routed wire per standard cell</td><td>13.1 um</td></tr>
<tr><td>Count of unresolved DRC violations after routing</td><td>0</td></tr>
<tr><td>Vias</td><td>1510</td></tr>
<tr><td>Routed wire length</td><td>4660 um</td></tr>
<tr><th colspan="2">Floorplan</th></tr>
<tr><td>Core Footprint</td><td>9640 sq um</td></tr>
<tr><td>Height of the die</td><td>119 um</td></tr>
<tr><td>Fp_density</td><td>0.168</td></tr>
<tr><td>X dimension of the die</td><td>119 um</td></tr>
<tr><td>Boundary Pins</td><td>25</td></tr>
<tr><td>Total die size</td><td>14200 sq um</td></tr>
<tr><td>Number of placement rows</td><td>36</td></tr>
<tr><th colspan="2">Synthesis</th></tr>
<tr><td>Number of standard cells after synthesis</td><td>205</td></tr>
<tr><td>Largest cells by area after synthesis</td><td>xnor2_1 13%, dfxtp_1 9.9%, xor2_1 8.1%</td></tr>
<tr><td>Synthesized-area fraction occupied by and/or/nand/nor cells</td><td>0.262</td></tr>
<tr><td>Commonest cells post-synth</td><td>33 x nand2_1, 25 x xnor2_1, 15 x xor2_1, 13 x nor2_1</td></tr>
<tr><td>Area fraction of the dominant cell type after synthesis</td><td>0.135</td></tr>
<tr><td>Post-synthesis async set-or-reset flop share</td><td>0</td></tr>
<tr><td>Yosys xor share</td><td>0.375</td></tr>
<tr><td>Proportion of synthesized area in mux cells</td><td>0.0185</td></tr>
<tr><td>Mean area per synthesized cell</td><td>7.92 sq um</td></tr>
<tr><td>Ao+oa area frac</td><td>0.208</td></tr>
<tr><td>Total standard cell area after synthesis</td><td>1620 sq um</td></tr>
<tr><td>Number of register bits inferred by synthesis</td><td>8</td></tr>
<tr><td>Warning count from the yosys run</td><td>1</td></tr>
<tr><td>Yosys top cell by area</td><td>xnor2_1</td></tr>
<tr><td>Yosys stat cell total</td><td>205</td></tr>
<tr><td>Most common cell in the netlist</td><td>nand2_1</td></tr>
<tr><td>Cell Type Count</td><td>53</td></tr>
<tr><td>Share of the yosys chip area belonging to registers</td><td>0.0987</td></tr>
<tr><td>Top non-seq family</td><td>XOR/XNOR gates</td></tr>
<tr><td>Number of synthesized flops with an enable pin</td><td>0</td></tr>
<tr><td>Main flop type after synthesis</td><td>dfxtp_1</td></tr>
<tr><td>Synthesized-area fraction occupied by adder cells</td><td>0</td></tr>
<tr><td>Area reported by Yosys stat</td><td>1620 sq um</td></tr>
<tr><th colspan="2">STA</th></tr>
<tr><td>Setup Total Neg Slack</td><td>0 ns</td></tr>
<tr><td>Pin slew with the least headroom to its limit</td><td>0.964 ns</td></tr>
<tr><td>Cycle use final</td><td>0.616</td></tr>
<tr><td>Final-report setup violation count</td><td>0</td></tr>
<tr><td>Final hold vios</td><td>0</td></tr>
<tr><td>Worst hold slack</td><td>1.37 ns</td></tr>
<tr><td>Headroom to the max-slew limit</td><td>0.355</td></tr>
<tr><td>Peak Freq</td><td>156 MHz</td></tr>
<tr><td>Final Max Tran Viols</td><td>0</td></tr>
<tr><td>Shortest period the worst path allows</td><td>6.41 ns</td></tr>
<tr><td>RSZ-0062 raised after global routing</td><td>false</td></tr>
<tr><td>Worst clock skew</td><td>0.00378 ns</td></tr>
<tr><th colspan="2">Min path</th></tr>
<tr><td>Hold-critical path depth</td><td>7</td></tr>
<tr><td>Min-Delay Path Class</td><td>register to register</td></tr>
<tr><th colspan="2">Setup path</th></tr>
<tr><td>CP Capture Type</td><td>register</td></tr>
<tr><td>Highest fanout seen on the critical path</td><td>11</td></tr>
<tr><td>Crit path cell chain</td><td>clkdlybuf4s50_1 -&gt; xor2_1 -&gt; nor2_1 -&gt; a311o_1 -&gt; a311o_1 -&gt; nor2_1 -&gt; xor3_1 -&gt; or3_1 -&gt; a211oi_1 -&gt; o211ai_1 -&gt; nor3b_1 -&gt; xnor2_1</td></tr>
<tr><td>Critical path class</td><td>primary input to register</td></tr>
<tr><td>Worst Reg2Reg Path Length in Cells</td><td>11</td></tr>
<tr><td>Nature of the critical path startpoint</td><td>primary input</td></tr>
<tr><td>Delay of the slowest cell on the worst path</td><td>0.78 ns</td></tr>
<tr><td>Cell with the largest stage delay on the worst path</td><td>xor2_1</td></tr>
<tr><td>RR Endpoint</td><td>crc_register[5]</td></tr>
<tr><td>Reg-to-reg slack, setup</td><td>5.99 ns</td></tr>
<tr><td>Beginning of the critical path</td><td>in[7]</td></tr>
<tr><td>Critical path required time</td><td>10.51 ns</td></tr>
<tr><td>Last element of the critical path</td><td>crc_register[5]</td></tr>
<tr><td>Arrival time of the worst setup path</td><td>6.52 ns</td></tr>
<tr><td>Critical register-to-register path startpoint</td><td>crc_register[7]</td></tr>
<tr><th colspan="2">Final layout</th></tr>
<tr><td>Multi-input gate area in the final layout</td><td>1400 sq um</td></tr>
<tr><td>Number of filler instances in the final layout</td><td>1089</td></tr>
<tr><td>Final design instance area without fill</td><td>2020 sq um</td></tr>
<tr><td>Seq. cell area</td><td>160 sq um</td></tr>
<tr><td>Layout overhead on the synthesized area</td><td>24.7%</td></tr>
<tr><td>Max reg flops</td><td>8</td></tr>
<tr><td>Share of layout cells above drive strength 1</td><td>0.0721</td></tr>
<tr><th colspan="2">Place</th></tr>
<tr><td>Global placement routability congestion</td><td>0.914</td></tr>
<tr><td>Post-Place Cell Area</td><td>1980 sq um</td></tr>
<tr><td>IO buf count</td><td>24</td></tr>
<tr><td>Sum of net half-perimeters after detailed placement</td><td>3720 um</td></tr>
<tr><th colspan="2">Flow run</th></tr>
<tr><td>Log Warnings</td><td>25</td></tr>
<tr><td>Number of max-capacitance violations reported</td><td>0</td></tr>
<tr><th colspan="2">Outcome</th></tr>
<tr><td>Status</td><td>finished, final reports clean</td></tr>
</table>
==> through the flow <==
step,std cells,worst slack (ns),utilization
floorplan,205,5.19,-
global placement,352,3.78,0.206
detailed placement,352,3.76,0.206
CTS,355,3.98,0.210
global route,355,3.66,0.210
finish,355,3.99,0.210
==> metal layers <==
metal / vias to the layer above / wire [um]
met5: - / 0
met1: 692 / 2260
met2: 54 / 2030
met3: 0 / 372
met4: 0 / 0
li1: 764 / -
==> worst min-delay path by stage <==
| stage | startpoint | end |
|---|---|---|
| 4_1_cts | crc_register[2] | crc_register[7] |
| 5_1_grt | crc_register[2] | crc_register[7] |
| 6_report | crc_register[2] | crc_register[7] |
==> layout make-up <==
class | instances | share of cell area
Multi-Input combinational cell | 183 | 0.692
Timing Repair Buffer | 24 | 0.119
Tap cell | 133 | 0.0822
Sequential cell | 8 | 0.0791
Clock buffer | 3 | 0.0204
Inverter | 4 | 0.00742
==> cell usage in the layout (no fill, tap or decap), types with 4 or more instances in the layout <==
| cell type | count |
|---|---|
| o21ai_0 | 6 |
| o211a_1 | 4 |
| clkdlybuf4s50_1 | 24 |
| nor3_1 | 5 |
| nand3_1 | 8 |
| o211ai_1 | 7 |
| xnor2_1 | 25 |
| xnor3_1 | 5 |
| dfxtp_1 | 8 |
| nor2_1 | 13 |
| and3b_1 | 4 |
| nand2_1 | 33 |
| a21oi_1 | 5 |
| xor2_1 | 15 |
==> worst max-delay path: cells and delay by family <==
family / cells / cell delay [ns]
AOI/OAI and AO/OA: 4 / 1.43
xor gates and xnor gates: 3 / 1.36
and+or+nand+nor: 4 / 1.10
buffers and inverters: 1 / 0.54
==> cell families after synthesis <==
logic type,after synthesis
AND-OR/OR-AND,44
XOR/XNOR,52
buffers and inverters,14
flip-flops,8
multiplexers,3
AND/OR/NAND/NOR,84
